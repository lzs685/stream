===== flow/design.v =====
`timescale 1 ns / 1 ps
	module myip2_v1_0_lzs_m
	(
	    input wire din,
		input wire  M_AXIS_ACLK,
		input wire  M_AXIS_ARESETN,
		input wire  M_AXIS_TREADY,
		output wire  M_AXIS_TVALID,
		output wire [31: 0] M_AXIS_TDATA
	);
	reg clk_en;
	reg valid;           assign  M_AXIS_TVALID=valid;
	reg [31:0]axi_data;  assign  M_AXIS_TDATA=axi_data;
	 assign ready=M_AXIS_TREADY;
	reg [9:0]div_cnt;
	reg [3:0]num_cnt;
	reg [7:0]data;
	reg[31:0]data_out;
	reg [2:0] i;
	reg rx_en;
	parameter IDLE= 2'b00;
    parameter JISHU=2'b01;
    parameter THREE=2'b10;
	parameter FOUR=2'b11;
	reg [1:0]state;
    reg din0,din1,din2,din3;   
    always @ (posedge M_AXIS_ACLK or negedge M_AXIS_ARESETN) begin
      if(!M_AXIS_ARESETN) begin
              din0 <= 1'b0;
              din1 <= 1'b0;
              din2 <= 1'b0;
              din3 <= 1'b0;
          end
      else begin
              din0 <= din;
              din1 <= din0;
              din2 <= din1;
              din3 <= din2;
          end
    end
   wire neg_din;
   assign neg_din = din3 & din2 & ~din1 & ~din0;
    always @(posedge M_AXIS_ACLK or negedge M_AXIS_ARESETN)begin
                 if(!M_AXIS_ARESETN)begin
                 clk_en<=0;
                 end
                 else if(div_cnt==10'd434)begin
                   clk_en<=1;
                 end
                 else begin
                  clk_en<=0;
                 end
             end
	   always @(posedge M_AXIS_ACLK or negedge M_AXIS_ARESETN)begin
            if(!M_AXIS_ARESETN)begin
                div_cnt<=0;
            end
            else if(rx_en)begin
                  if(div_cnt==10'd868)
                     div_cnt<=0;
                  else 
                     div_cnt<=div_cnt+1;
                end
                else div_cnt<=0;
        end
            always  @(posedge M_AXIS_ACLK or negedge M_AXIS_ARESETN)begin
           if(!M_AXIS_ARESETN)begin
               num_cnt<=0; 
                 end
             else      
                 if(clk_en)begin
                    if(num_cnt==4'd9)begin
                      num_cnt<=0; end
                      else begin num_cnt<=num_cnt+1;  end
               end
       end	
	   always @(posedge M_AXIS_ACLK or negedge M_AXIS_ARESETN)begin
          if(!M_AXIS_ARESETN)begin 
            data<=0;
            end
            else if(clk_en)begin
            case(num_cnt)
             4'd1:data[0]<=din;
             4'd2:data[1]<=din;
             4'd3:data[2]<=din;
             4'd4:data[3]<=din;
             4'd5:data[4]<=din;
             4'd6:data[5]<=din;
             4'd7:data[6]<=din;
             4'd8:data[7]<=din;
            default: ;
            endcase
            end
            end
  always@(posedge M_AXIS_ACLK or negedge M_AXIS_ARESETN)begin
         if(!M_AXIS_ARESETN) rx_en<=0;
         else if(neg_din)begin
         rx_en<=1'b1;
         end
         else if(clk_en&&num_cnt==4'd9)begin
         rx_en<=0;
         end
         end	 
    always @ (posedge M_AXIS_ACLK or negedge M_AXIS_ARESETN) begin
      if(!M_AXIS_ARESETN) begin
      state<=IDLE; i<=0; valid=0;axi_data=0;data_out=0;end
	  else case(state)
	  IDLE: begin
	       valid<=0;
	       if(rx_en)                  
		   state<=JISHU;
           if(i==3'd4) begin
		   state<=FOUR;  axi_data<=data_out; i<=0;
		   end
		   end
     JISHU: begin 
	           if(clk_en&&num_cnt==4'd9)begin
			     i<=i+1;
				 state<=THREE;
			end
		 end
	THREE: begin
            case(i)
		    3'd1:data_out[7:0]<=data;
            3'd2:data_out[15:8]<=data;
            3'd3:data_out[23:16]<=data;
            3'd4:data_out[31:24]<=data;
			endcase
			state<=IDLE; 
			end
     FOUR: begin
	        valid<=1;
			if(ready==1)begin
			state<=IDLE;
			end
			end
		endcase
   end
    endmodule   

===== flow/run.sh =====
#!/bin/bash
# OpenROAD 26Q1-2900-gdf79404cd8, Yosys 0.63+post, stock flow scripts
make -C /OpenROAD-flow-scripts/flow DESIGN_CONFIG=/design/flow/config.mk WORK_HOME=/design/flow/orfs finish

===== flow/constraint.sdc =====
current_design myip2_v1_0_lzs_m

set clk_period 2.9
set clk_io_pct 0.2

create_clock -name clk0 -period $clk_period [get_ports {M_AXIS_ACLK}]

set non_clock_inputs [all_inputs -no_clocks]
set_input_delay [expr $clk_period * $clk_io_pct] -clock clk0 $non_clock_inputs
set_output_delay [expr $clk_period * $clk_io_pct] -clock clk0 [all_outputs]

===== flow/config.mk =====
export PLATFORM = sky130hd
export DESIGN_NAME = myip2_v1_0_lzs_m
export DESIGN_NICKNAME = myip2_v1_0_lzs_m
export VERILOG_FILES = /design/flow/design.v
export SDC_FILE = /design/flow/constraint.sdc
export NUM_CORES = 4
export LEC_CHECK = 1
export CORE_UTILIZATION = 30

==> COMMIT_EDITMSG <==
Update PnR metrics after Yosys + OpenROAD run

* Result of the run: completed
- Cell with the biggest individual delay on the critical path: clkdlybuf4s50_1
- Detailed-route DRC error count: 0
- The initial antenna violation count is 0.
- Class of the most critical setup path: flip-flop to output pin
- The synthesis report names the predominant flop master as dfrtp_1.
* Via count normalized by instance count: 4.58
* Post-route fraction of the period consumed by the critical path: 60.4%
- The synthesized netlist occupies a cell area of 4070 µm².
- Routed WL: 7070 µm
* Placer congestion estimate: 0.824
* Largest clock skew in the final design: 0.00538 ns
- The first TritonRoute pass finished after 4 iterations.
* Chip height: 118 µm
- The worst setup path is launched from a flip-flop.
* Number of violations reported at the end of detailed-routing iteration 0: 141
- The floorplan step defined a core boundary enclosing 13,200 µm².
- Total via count in the routed design: 2,363
* Post-detail-place hpwl: 4780 µm
- Cell internal power dissipation: 2.30 mW
- Final ANT Viol Nets: 0
- Synthesis-to-finish area growth: 22.4%
- Post-detailed-route wirelength per cell: 13.7 µm
- Count of library flops with an enable pin: 0
- Number of buffers created by CTS: 9
* Worst ir drop on vdd: 0.453 mV
- The number of clock sinks came to 100.
- Max Fclk: 0.571 GHz
- Power comes to 2.97 mW.
- Yosys-reported design area after synthesis: 4070 µm²
- Number of max-capacitance violations reported: 0
- Final cell count without fillers: 516
- Entering global routing, the biggest net connects 44 pins.
- CP max stage delay: 0.46 ns
* Slew Viols, Final: 0
- At the later pin of the worst-skew pair, clock insertion delay measures 0.34 ns.
- Looking at the post-CTS report, the setup buffer insertion count equals 0.
* Endpoints failing hold: 0
- Share of total power in combinational logic: 5.4%
- Once synthesis finished, the tally of register bits stood at 100.
- Of the cells placed in the final design, the portion with a size suffix greater than 1 is 29.4%.
- Looking at the reg2reg group, the worst path starts from i[0]$_DFFE_PN0P_.
- Distinct lib cells: 43
- Summed over all failing endpoints, the final setup total negative slack is 0 ns.
- In this run the full chip footprint comes out at 14,000 µm².
- The synthesized design spends more area on one cell type than any other, namely dfrtp_1.
- After clock tree synthesis, the flow added hold-fix buffers numbering 0.
* Synthesized instance count: 290
- Root buffer cell: clkbuf_16
- Number of antenna diodes: 0
- Power density of the placed cells: 595 nW/µm²
- The worst path needs 1.75 ns of the cycle, external delays included.
* Category of cells accounting for the largest share of critical-path delay: buffers and inverters
* Number of warnings in the stage logs: 30
- The top cell types in the final layout, fill and taps aside, are dfrtp_1 (99), mux2_2 (69), clkdlybuf4s50_1 (35).
- Sum of buffers and inverters on the critical path: 1
- The average instance in the mapped netlist occupies 14.0 µm².
* Die width: 118 µm
- Number of cells in Yosys stat: 290
- Sequential cells were found to cover 61.5% of the synthesized design area.
- The leakage component of the power was reported as 2.34 nW.
* Count of synthesis-stage warnings from yosys: 2
- Once placement completed, the tool counted placed cells totaling 500.
* Origin of the worst setup path: axi_data[26]$_DFFE_PN0P_
- Number of core rows: 42
- The H-tree generated during clock tree synthesis spans 3 levels.
* Worst path cell trace: clkdlybuf4s50_1
* Core Util at FP: 30.7%
* Sort of element at the end of the critical path: output pin
* Number of gates resized after cts: 0
* Largest type area fraction: 60.9%
- Vias in the first global route: 2,285
* Share of flip-flops with an asynchronous set or reset after synthesis: 100%
* Post-placement worst setup slack: 1.22 ns
- Buffer levels on the longest clock path: 2
* Number of primary I/O pins: 37
* RSZ-0062 raised after global routing: false
* Clock power share: 43.9%
- Sw frac: 22.6%
- The top cell type in the final layout, fill and taps aside, is dfrtp_1.
- Data arrival time of the critical path: 1.17 ns
- TritonCTS built the clock tree.
* Main area contributors: dfrtp_1 (61%), mux2_2 (19%), ha_1 (2.5%), nand3_1 (1.2%), o21ai_0 (1.2%)
- Of all nets on the critical path, the largest fanout is 2.
* Post-route worst setup slack: 1.15 ns
- Wire length of the first global-routing pass: 12,100 µm
* Slew of the pin with the lowest slew margin: 0.737 ns
- In the final report, the number of endpoints failing setup comes to 0.
- Switching power: 0.670 mW
- Relative slew margins: 50.6%
* Sequential fraction of design power: 50.7%
- Port buffer count: 36
- STA reports the tightest min-delay check as being of type primary input to asynchronous set/reset pin.
- Grt ovf: 0
* Critical path data required time: 2.32 ns
* All-layer global routing usage: 11.1%
* Clock transition at the register clock pins on the worst setup and hold paths after CTS: 0.07 ns
[path summary, 6_finish.rpt]
path / endpoint / slack, ns / cells past startpoint
max: M_AXIS_TDATA[26] / 1.15 / 1
min: data_out[17]$_DFFE_PN0P_ / 0.23 / 1
max reg2reg: i[2]$_DFFE_PN0P_ / 1.21 / 4
min reg2reg: din2$_DFF_PN0_ / 0.38 / 0
max in group asynchronous: state[0]$_DFF_PN1_ / 1.94 / 2
min in group clk0: din2$_DFF_PN0_ / 0.38 / 0
[flip-flops by register name (all words and copies together), names as in the netlist]
| signal | count |
|---|---|
| div_cnt | 10 |
| din1 | 1 |
| clk_en | 1 |
| axi_data | 32 |
| state | 4 |
| din2 | 1 |
| din0 | 1 |
| valid | 1 |
| data | 8 |
| data_out | 32 |
| num_cnt | 4 |
| din3 | 1 |
| i | 3 |
| rx_en | 1 |
[per-layer routing]
metal / track usage, % / wire, µm
met5: 0 / 0
met4: 1.11 / 82
met3: 2.07 / 227
met2: 16.4 / 3190
met1: 18.1 / 3570
[cell type report]
| type | count | area (µm²) |
|---|---|---|
| tap | 176 | 220 |
| timing repair buffer | 41 | 395 |
| clock inverter | 6 | 96.3 |
| fill | 1268 | 8260 |
| multi-input combinational | 171 | 1480 |
| sequential | 100 | 2500 |
| clock buffer | 10 | 239 |
| inverter | 12 | 45.0 |
[Yosys cell counts, types with 2 or more instances]
library cell   n
dfrtp_1       99
mux2_2        69
inv_1         12
nand3_1       10
nor2_1        10
o21ai_0       10
ha_1           8
nand2_1        7
a21oi_1        6
nor2b_1        4
or3_1          4
buf_2          3
mux2_1         3
nand4_1        3
nor3_1         3
nor4_1         3
xnor2_1        3
a311o_1        2
clkbuf_1       2
nand4b_1       2
o211ai_1       2
o21a_1         2
or4_1          2
xor2_1         2
[kinds of logic after synthesis]
family | synth area share, %
flops | 61.5
compound gates | 4.86
simple gates | 8.09
fa+ha+maj | 2.46
mux | 19.9
xor+xnor | 1.08
buf+inv | 2.06
[stage by stage]
| stage | util [%] | area [µm²] | hold slack (ns) |
|---|---|---|---|
| detailed placement | 35.1 | 4650 | 0.369 |
| floorplan | - | 4070 | 0.284 |
| global placement | 35.1 | 4650 | 0.361 |
| CTS | 37.6 | 4980 | 0.249 |
| global route | 37.6 | 4980 | 0.277 |
| finish | 37.6 | 4980 | 0.234 |
[power by group through the flow]
stage	sequential, mW	combinational, mW	clock [mW]
CTS	1.50	0.164	1.34
global route	1.51	0.193	1.40
finish	1.50	0.159	1.30
Power and IR drop assume default switching activity.
